--- config.mk ---
export PLATFORM = sky130hd
export DESIGN_NAME = fifo
export DESIGN_NICKNAME = fifo
export VERILOG_FILES = /design/flow/design.v
export SDC_FILE = /design/flow/constraint.sdc
export NUM_CORES = 4
export LEC_CHECK = 1
export CORE_UTILIZATION = 50
--- constraint.sdc ---
current_design fifo

set clk_period 7.4
set clk_io_pct 0.2

create_clock -name clk0 -period $clk_period [get_ports {clk}]

set non_clock_inputs [all_inputs -no_clocks]
set_input_delay [expr $clk_period * $clk_io_pct] -clock clk0 $non_clock_inputs
set_output_delay [expr $clk_period * $clk_io_pct] -clock clk0 [all_outputs]
--- design.v ---
module fifo(clk,reset,wr_en,rd_en,d_in,d_out,fifo_empty,fifo_full);
input clk,reset,wr_en,rd_en;
input [7:0]d_in;
output logic [7:0]d_out;
output logic fifo_empty,fifo_full;
integer i;
logic [4:0] wr_ptr,rd_ptr;
reg [7:0] fifo_reg [0:15];
always @(posedge clk) 
begin 
if (reset==1'b1) begin
  for (i=0;i<16;i=i+1) begin 
    fifo_reg[i][7:0]=8'b0;
	end
	wr_ptr=5'd0;
	end
else
begin 
  if(wr_en==1'b1 && fifo_full==1'b0)   
        begin 
       fifo_reg[wr_ptr][7:0]=d_in[7:0];
		wr_ptr=wr_ptr+1'b1;
		if(wr_ptr>5'd15)
			wr_ptr=5'd0;
        end
end
end
always@(posedge clk)
begin
if(reset==1'b1) begin
rd_ptr=5'd0;
d_out=8'b00000000; 
end
else
begin
  if(rd_en==1'b1 && fifo_empty==1) 
	begin
	d_out=fifo_reg[rd_ptr];
    rd_ptr=rd_ptr+1'b1;
      if(rd_ptr>5'd15)
          rd_ptr=5'd0;
    end
end
end
assign fifo_empty=(rd_ptr==wr_ptr)?1'b0:1'b1;
assign fifo_full=(rd_ptr>wr_ptr)?(((rd_ptr-wr_ptr)==1)?1'b1:1'b0):(((wr_ptr-rd_ptr)>=5'd15)?1'b1:1'b0);
endmodule
--- run.sh ---
#!/bin/bash
# OpenROAD 26Q1-2900-gdf79404cd8, Yosys 0.63+post, stock flow scripts
make -C /OpenROAD-flow-scripts/flow DESIGN_CONFIG=/design/flow/config.mk WORK_HOME=/design/flow/orfs finish
==> run summary <==
Notes on the physical design

The flow ran to the end, and the final reports show no timing, DRC or antenna violations. The placer's final routability congestion estimate is between 0.8 and 0.9. The endpoint with the worst hold slack is d_out[7]$_SDFFE_PP0P_. The cell type that accounts for the most area after synthesis is edfxtp_1. Nets still carrying antenna violations after routing amount to 0. As logged by OpenROAD, the buffers inserted on ports number 21.

The first global-routing pass estimated 26100 um of wire. The remaining design rule violation count is 0. The fraction of synthesized cell area in xor and xnor cells is 0.625%.

The synthesis run identifies the leading combinational cell family as simple AND/OR/NAND/NOR gates. Per the synth stats, the flop cell with the highest instance count is edfxtp_1. For reference, the most critical setup path is categorized as reg -> out.

The total grt overflow is 0. Once layout is complete, the utilization of the core stands at a little under 60%. The worst slew margin relative to its limit is 45.7%. Among all cell types in the netlist, the one instantiated most often is nor2_1.

The floorplan step defined a die boundary enclosing ~15000 um2. In this run, synthesis inferred 128 flip-flops with an integrated enable. After routing, the total negative slack on setup checks comes to 0 ns.

In the final layout, the multi-input gates occupy 2560 um2. In this run the mean area of a mapped cell was about 13 um2. The initial antenna violation count is 0. For reference, the top cells by count after synthesis are nor2_1, edfxtp_1, nand2_1, mux4_2, dfxtp_1. The power per cell area is 333 nW/um2. The reported max-cap violation count is 0. The clock reaches the later pin of the worst-skew pair after between 0.4 and 0.5 ns. The number of buffers between clock root and the deepest sink is 2. The summed area of non-filler cells in the final layout is 7900 um2. In the finished design, the share of the clock period the worst path needs comes to 64.4%. The top fanout value on the critical path is 15. The post-layout minimum cycle time is between 4 and 5 ns.

The clock edge transition at the registers on the reported setup and hold paths is 0.06 ns. The share of synthesized area occupied by flip-flops and latches is 60.0%. In the final report, the number of hold violations comes to 0. The report lists the number of cells resized after CTS as 0. The number of cells reported by Yosys stat comes to 543.

The number of CTS-inserted buffers is 17. The total cell area at the placement stage is 7310 um2. The area share of fa/ha/maj cells after synthesis is 3.53%. The final max-slew violation count recorded for this run is 0. The clock tree from TritonCTS is yes. Synthesis produced 543 cells. For the worst min-delay path, the startpoint reported by OpenROAD is d_out[7]$_SDFFE_PP0P_. The number of warnings printed during yosys synthesis is 1. According to the timing report, the data required time at the worst endpoint equals 5.92 ns. STA shows the worst reg2reg path with a cell count of 9. Entering global routing, the biggest net connects 40 pins.

The register with the most flip-flops in the layout has about 130 of them. After Yosys synthesis, AND-OR and OR-AND compound gates account for 5.69% of the synthesized area. The area of the synthesized netlist per yosys stat is ~7000 um2. The data arrival time reported for the critical path is approximately 3.3 ns. The worst hold path stage count is 2. The violation tally from detailed-route iteration zero is 415. Per the run report, area growth between synthesis and finish was 12.7%. Yosys reports the multiplexer fraction of the synthesized area as between 10 and 15%. The share of layout cells above drive strength 1 is 15.2%. The startpoint of the most critical register-to-register path is rd_ptr[2]$_SDFFE_PP0P_. The area fraction of the dominant cell type after synthesis is 54.8%. The synthesized area is 7010 um2.

The script logs the mean routed wire length per placed instance as approximately 23 um. The total tool warning count is 33. For this design, the sink count on the clock tree is roughly 150. The number of distinct library cells after synthesis is 52. The core area is 13500 um2.

The capture point of the worst register-to-register path is recorded as fifo_reg[15][0]$_SDFFCE_PN0P_. In the final report, the number of endpoints failing setup comes to 0. The transition time at the pin with the least slew margin is 0.814 ns. For this design the static power due to leakage is 2.64 nW.

The final antenna diode tally reported by the flow is 0. Setup repair after global routing left no endpoint under its margin. For this configuration, the core starts out at a cell density of 52.1%.

Per the OpenROAD floorplan log, the width of the die is between 100 and 150 um. The worst setup path is captured at an output pin. The detailed placement HPWL is 10600 um. Using the TritonRoute via totals, the vias-per-cell ratio works out to roughly 6.0. The setup fix buffers added after clock tree synthesis is 0. Before antenna repair, the detailed router went through 5 iterations. The number of synthesized register bits is between 100 and 150. The number of H-tree levels is 4. The total of fill cells in the finished design is 1075. The count of vias placed by the detailed router is 4478. Counting flops with an async set or reset pin after synthesis yields a share of 0%. 22 I/O pins were placed.

According to the hold report, the worst path is of the reg -> reg type. The number of global-route vias before repair came to 4510. The number of cells in the finished layout apart from fillers is 742.

The achievable frequency is 210 MHz. Across the routed clock network, the largest skew measured is 0.00603 ns. In the final layout, flip-flops and latches occupy approximately 4200 um2. In this run, post-CTS hold repair placed 0 buffers.

The peak supply drop is 0.200 mV. STA reports a reg2reg setup slack of 3.33 ns. Ranked by total cell area, the synthesized netlist is headed by edfxtp_1, mux4_2, nor2_1, dfxtp_1, nand2_1. The count of placed standard cells including taps is 710.

According to the floorplan report, the die height is roughly 120 um. The simple logic cell fraction of the synthesized area is 13.8%. The total detailed-routing wirelength is 16900 um. Clock tree synthesis selected as its root buffer the cell clkbuf_16.

In this run the core area contains 42 standard-cell rows. The nature of the critical path startpoint is a flip-flop. Global routing consumed, over all layers together, 27.7% of the routing resources.
==> per-stage QoR <==
step	worst slack, ns	power, mW	hold WS (ns)
after floorplan	3.60	1.60	0.422
after global placement	3.14	1.81	0.444
after detailed placement	3.12	1.82	0.452
after CTS	2.67	2.64	0.460
after global routing	2.45	2.75	0.481
final	2.64	2.63	0.457
==> cell usage in the layout, fill, tap and decap left out, types with 2 or more instances in the layout <==
master	count
a21o_1	2
a21oi_1	14
a31o_1	15
and2_1	3
and3_1	3
buf_4	8
clkbuf_1	6
clkbuf_16	20
clkbuf_8	4
clkdlybuf4s50_1	21
clkinv_2	2
dfxtp_1	16
dfxtp_2	2
edfxtp_1	128
fa_1	2
ha_1	15
inv_1	13
maj3_1	2
mux4_2	40
nand2_1	55
nand3_1	7
nand3b_1	2
nand4_1	7
nor2_1	141
nor2b_1	2
nor3_2	2
o2111ai_1	2
o21ai_0	2
o31ai_2	2
xnor2_1	3
xor2_1	2
==> final cells by class <==
cell class | count | share of cell area [%]
Clock buffer | 30 | 7.32
Clock inverter | 2 | 0.127
Inverter | 14 | 0.665
Multi-Input combinational cell | 345 | 32.4
Sequential cell | 146 | 53.3
Tap cell | 176 | 2.79
Timing Repair Buffer | 29 | 3.42
==> power breakdown <==
| group | internal, mW | switching, mW |
|---|---|---|
| logic | 0.327 | 0.458 |
| registers | 0.982 | 0.0358 |
| clock network | 0.524 | 0.306 |
==> worst max-delay path, cell delays in order (launching register included) <==
cell and delay [ns]:
dfxtp_1 0.85, ha_1 0.49, a21oi_1 0.25, nand3_1 0.15, a2111oi_4 0.33, o21ai_2 0.21, nand2_1 0.12, clkdlybuf4s50_1 0.46
==> worst max-delay path by stage <==
stage	from	slack (ns)	endpoint	depth (start not counted)
global route	rd_ptr[1]$_SDFFE_PP0P_	2.45	fifo_full	9
finish	rd_ptr[2]$_SDFFE_PP0P_	2.64	fifo_full	7
CTS	rd_ptr[2]$_SDFFE_PP0P_	2.67	fifo_full	7
==> per-layer routing <==
metal	routed length [um]	share of wire [%]	track usage (%)	up-vias
met4	376	2.2	5.63	0
met2	7810	46	38.5	263
li1	-	-	-	2004
met5	0	0	0	-
met1	6560	39	43.2	2185
met3	2180	13	15.0	26
==> cells by family after synthesis <==
| logic type | count (synthesis) |
|---|---|
| multiplexers | 40 |
| adder cells (fa/ha/maj) | 19 |
| AND-OR/OR-AND | 51 |
| flip-flops | 146 |
| AND/OR/NAND/NOR | 230 |
| XOR/XNOR | 5 |
| buffers and inverters | 52 |
Power and IR drop assume default switching activity.
